==> ./design.v <==
module traffic_light (
    input  logic clk_i,      
    input  logic pedestrian_button_i,    
    output logic red_o, amber_o, green_o   
);
logic [3:0] state;    
logic [3:0] Count_GREEN = 0 ;
logic [3:0] Count_AMBER = 0 ;
logic [3:0] Count_RED = 0   ;
logic [3:0] Count_RED_AMBER = 0 ;
parameter IDLE = 4'b0000;
parameter GREEN = 4'b0001;
parameter AMBER = 4'b0010;
parameter RED = 4'b0100;
parameter RED_AMBER = 4'b1000;
always_ff @(posedge clk_i) begin
    case (state)
        IDLE: if (pedestrian_button_i) begin 
        		  state <= RED;
        	  end	  
              else begin
              	  state <= GREEN;
              end
        GREEN: if (pedestrian_button_i) begin
                   state <= RED;
               end
			   else begin
        	    if(Count_GREEN < 5) begin       
        			red_o   <= 1'b0;
            		amber_o <= 1'b0;
                	green_o <= 1'b1;
        			state <= GREEN;
        			Count_GREEN <= Count_GREEN + 1;
        		end
        		else begin
					state       <= AMBER;
					Count_GREEN <= 0;
        		end
        		end
        AMBER: if (pedestrian_button_i) begin
                      state <= RED;
               end
			   else begin	
        	   if(Count_AMBER < 1) begin
        	  	 red_o   <= 1'b0;
               	 amber_o <= 1'b1;
              	 green_o <= 1'b0;
        	   	 state   <= AMBER;
        	   	 Count_AMBER <= Count_AMBER + 1;
        	   end
        	   else begin
			   	 state       <= RED;	
        	     Count_AMBER <= 0;
        	   end
        	   end
        RED:   if (Count_RED < 6) begin
        	    red_o   <= 1'b1;
            	amber_o <= 1'b0;
                green_o <= 1'b0; 
        		state <= RED;
        		Count_RED <= Count_RED + 1;
        	  	end
        	  	else begin
				state	 <= RED_AMBER;
				Count_RED_AMBER <= 0;
        	  	end
        RED_AMBER: if (pedestrian_button_i) begin
                        state <= RED;
                   end
        		   else begin
        			if(Count_RED_AMBER < 1) begin
        				red_o   <= 1'b1;
            			amber_o <= 1'b1;
                		green_o <= 1'b0;	
        	    		state	<= RED_AMBER;
        	    		Count_RED_AMBER <= Count_RED_AMBER + 1;
        	    	end
        	    	else begin	
        	    		state   		<= GREEN;
        	    		Count_RED_AMBER <= 0;					
        	    	end
        	    	end
       default: ;
    endcase
end
endmodule
module top (
input logic clk_i,
input logic pedestrian_button_i,
output logic red_o,amber_o,green_o
);
traffic_light dut (
       .clk_i (clk_i),
       .pedestrian_button_i (pedestrian_button_i),
       .red_o (red_o),
       .amber_o(amber_o),
       .green_o(green_o)
     );
	endmodule : top
==> ./run.sh <==
#!/bin/bash
# OpenROAD 26Q1-2900-gdf79404cd8, Yosys 0.63+post, stock flow scripts
make -C /OpenROAD-flow-scripts/flow DESIGN_CONFIG=/design/flow/config.mk WORK_HOME=/design/flow/orfs finish
==> ./config.mk <==
export PLATFORM = sky130hd
export DESIGN_NAME = top
export DESIGN_NICKNAME = top
export VERILOG_FILES = /design/flow/design.v
export SDC_FILE = /design/flow/constraint.sdc
export NUM_CORES = 4
export LEC_CHECK = 1
export CORE_AREA = 10 10 104 104
export DIE_AREA = 0 0 114 114
==> ./constraint.sdc <==
current_design top

set clk_period 2.4
set clk_io_pct 0.2

create_clock -name clk0 -period $clk_period [get_ports {clk_i}]

set non_clock_inputs [all_inputs -no_clocks]
set_input_delay [expr $clk_period * $clk_io_pct] -clock clk0 $non_clock_inputs
set_output_delay [expr $clk_period * $clk_io_pct] -clock clk0 [all_outputs]
==> impl_metrics.csv <==
group,metric,value,unit
worst_setup_path,critPathBufInv,1,
clock_tree,cts.sinks,23,
worst_setup_path,startpoint,"dut.Count_RED_AMBER[0]",
worst_setup_path,critPathMaxStageDelay,0.44,ns
sta,whs,0.507,ns
routing,dr.pass1.iters,4,
synth,yosys_warnings,1,
worst_setup_path,cpMaxStageDelayCell,"nor3b_1",
run,warnings,28,
final_layout,stdcell_count,201,
clock_tree,htreeDepth,1,
sta,rsz0062_at_grt,"false",
synth,synth_cell_type_count,27,
synth,top_cell_area_share,54.3,%
routing,vias_per_cell,2.91,
clock_tree,root_buffer,"clkbuf_8",
synth,ys_cells,84,
sta,tns,0,ns
die,dieWidth,114,um
synth,ys_area,0.00105,mm2
power_and_ir_drop,power.density,774,mW/mm2
clock_tree,tritoncts,"done",
synth,async_reset_ff_share,0,%
sta,worstMarginPinSlew,0.500,ns
final_layout,final_area,0.00127,mm2
worst_setup_path,endpoint_kind,"flip-flop",
placed_design,gp_congestion,0.768,
final_layout,fin_util,14.7,%
synth,synth_cells,84,
placed_design,port_buffers,4,
hold_path,whs_endpoint,"dut.state[1]",
worst_setup_path,reg2reg_from,"dut.Count_RED_AMBER[0]",
routing,drc,0,
hold_path,hold_path.class,"flip-flop to flip-flop",
sta,fin_crit_sh,76.0,%
synth,yosys.area.top_type,"edfxtp_1",
sta,max_clock_freq,548,MHz
die,chipArea,0.0130,mm2
routing,drt_iter0_drc,21,
sta,maxSlewViolCount,0,
die,io_pins,5,
clock_tree,cts_post_setup_buffers_inserted,0,
worst_setup_path,worstPathRequired,2.34,ns
synth,numSynthFlops,23,
placed_design,dp_hpwl,1200,um
run_status,status,"finished, final reports clean",
power_and_ir_drop,leakagePower,0.467,nW
sta,maxSlewHeadroom,66.6,%
global_routing,overflow,0,
synth,avgSynthCellArea,12.5,um2
sta,setup_viol,0,
hold_path,hp-start,"dut.state[3]",
routing,n_antenna_cell,0,
clock_tree,cts_resized,0,
final_layout,syn_to_final_growth,21.3,%
die,die_h,114,um
sta,fin_ws,0.575,ns
clock_tree,cts_hold_buf,0,
clock_tree,cts_buffers,3,
synth,edf_count,19,
power_and_ir_drop,vdd_drop_max,252,uV
sta,fin_crit,1.82,ns
global_routing,grt_max_degree,13,
global_routing,track_usage,2.57,%
clock_tree,clk_pin_slew,0.08,ns
final_layout,final_cell_mix,"edfxtp_1 (19), inv_1 (12), ha_1 (7)",
synth,ff_type,"edfxtp_1",
worst_setup_path,rrSetupSlack,0.58,ns
global_routing,grt_pass1_wl,2750,um
hold_path,min_path_cells,2,
power_and_ir_drop,p_total,0.986,mW
placed_design,dp.cells,197,
final_layout,drive_gt1_share,7.53,%
routing,via_count,584,
sta,finalHoldViolCount,0,
die,fp_util,12.1,%
routing,antenna_left,0,
synth,top_cells_by_area,"edfxtp_1 (54%), ha_1 (8.3%), dfxtp_1 (7.6%), inv_1 (4.3%), and2_1 (3.0%)",
final_layout,fill_cells,992,
routing,post_drt_wl_per_cell,7.59,um
placed_design,dpl_cell_area,0.00123,mm2
worst_setup_path,critical_path_class,"flip-flop to flip-flop",
routing,wirelength,1530,um
global_routing,grt_pass1_vias,545,
synth,netlist_area,0.00105,mm2
final_layout,final_common_cell,"edfxtp_1",
worst_setup_path,cp_top_family,"AND-OR/OR-AND gates",
clock_tree,insertion_delay,0.26,ns
worst_setup_path,cp-start-kind,"flip-flop",
worst_setup_path,r2r-end,"dut.amber_o",
worst_setup_path,path_max_fanout,5,
global_routing,antenna_found_initial,0,
die,core-area,0.00868,mm2
run,maxCapViolations,0,
worst_setup_path,r2r_cells,5,
clock_tree,cts_max_path_buffers,2,
sta,fin_skew,0.00334,ns
worst_setup_path,crit_chain,"inv_1 -> ha_1 -> nor3b_1 -> o21ai_0 -> a211oi_2",
worst_setup_path,arrival,1.77,ns
synth,ys_seq_share,61.9,%
die,rows,34,
placed_design,preCtsSetupSlack,0.469,ns
==> per-layer routing <==
layer  up-vias  GRT usage [%]  wire length, um
met4         0          0.501               40
met2        12           3.19              558
met5         -              0                0
met3         2           1.38              123
li1        307              -                -
met1       263           3.81              802
==> tightest hold or removal path, delay by kind of cell (launching register included) <==
kind	cells	cell delay, ns
DFF	1	0.33
AOI/OAI and AO/OA	1	0.08
and+or+nand+nor	1	0.07
==> kinds of logic (layout without fill, tap and decap cells) <==
group / after synthesis / after routing / synth area share (%)
AND/OR/NAND/NOR: 27 / 27 / 14.4
XOR/XNOR: 3 / 3 / 2.50
other: 1 / 2 / 0.357
flip-flops: 23 / 23 / 61.9
buffers and inverters: 12 / 20 / 4.29
AND-OR/OR-AND: 11 / 11 / 8.21
adder cells (fa/ha/maj): 7 / 7 / 8.33
==> flip-flops by register name, indices dropped and copies added, names as in the netlist <==
| name | cells |
|---|---|
| dut.Count_AMBER | 4 |
| dut.Count_GREEN | 4 |
| dut.Count_RED | 4 |
| dut.Count_RED_AMBER | 4 |
| dut.amber_o | 1 |
| dut.green_o | 1 |
| dut.red_o | 1 |
| dut.state | 4 |
==> power breakdown <==
group	leakage (nW)	internal [mW]	switching [mW]	total (mW)
clock network	0.0228	0.118	0.111	0.229
registers	0.208	0.527	0.0407	0.568
logic	0.236	0.0918	0.0972	0.189
total	0.467	0.737	0.249	0.986
==> final cells by class <==
class	count	area, um2	share of cell area [%]
flip-flops and latches	23	651	51.0
multi-input cells	50	359	28.2
inverters	12	45.0	3.53
repair buffers	4	40.0	3.14
well taps	108	135	10.6
clock buffers	4	45.0	3.53
==> synthesized netlist by cell type (2+ instances only) <==
cell type  count
nand3_1        2
edfxtp_1      19
xor2_1         2
and2_1         5
and3_1         3
o31ai_1        2
nor3b_1        2
a21oi_1        2
inv_1         12
ha_1           7
nor2_1         4
dfxtp_1        4
nand2_1        6
==> worst max path at each step <==
stage,to,slack [ns],cells past startpoint
CTS,dut.amber_o,0.54,5
global route,dut.green_o,0.40,5
finish,dut.amber_o,0.58,5
Power is estimated from default activity; no workload was simulated.
